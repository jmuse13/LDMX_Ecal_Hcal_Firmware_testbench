==> ./run.sh <==
#!/bin/bash
# OpenROAD 26Q1-2900-gdf79404cd8, Yosys 0.63+post, stock flow scripts
make -C /OpenROAD-flow-scripts/flow DESIGN_CONFIG=/design/flow/config.mk WORK_HOME=/design/flow/orfs finish
==> ./config.mk <==
export PLATFORM = sky130hd
export DESIGN_NAME = slow_control
export DESIGN_NICKNAME = slow_control
export VERILOG_FILES = /design/flow/design.v
export SDC_FILE = /design/flow/constraint.sdc
export NUM_CORES = 4
export LEC_CHECK = 1
export CORE_AREA = 10 10 148 148
export DIE_AREA = 0 0 158 158
==> ./constraint.sdc <==
current_design slow_control

set clk_period 13.4
set clk_io_pct 0.2

create_clock -name clk0 -period $clk_period [get_ports {clk}]

set non_clock_inputs [all_inputs -no_clocks]
set_input_delay [expr $clk_period * $clk_io_pct] -clock clk0 $non_clock_inputs
set_output_delay [expr $clk_period * $clk_io_pct] -clock clk0 [all_outputs]
==> ./design.v <==
`timescale 1ns / 1ps
module slow_control(
    input clk,
    input [6:0] tx_GBTx_address_i,
    input read_write_i,
    input [15:0] tx_register_addr_i,
    input [15:0] tx_nb_to_be_read_i,
    input [7:0] parity_err_mask_i,
    input [7:0] tx_data_to_gbtx_i,
    input write_request,
    input reset_fifo,
    input [63:0] DO,
    input EMPTY,
    input FULL,
    input [8:0] RDCOUNT,
    input RDBUSY,
    input [8:0] WRCOUNT,
    input WRBUSY,
    output reg read_clk,
    output reg write_clk,
    output reg [63:0] DI,
    output reg RDEN,
    output reg RST,
    output reg WREN,
    output reg [63:0] out_data,
    output reg int_state,
    output reg out_write_request,
    output reg out_read_request,
    output reg out_fifo_empty,
    output reg out_fifo_full,
    output reg [8:0] out_fifo_rdcount,
    output reg [8:0] out_fifo_wrcount,
    output reg out_fifo_rderr,
    output reg out_fifo_wrerr,
    output reg out_fifo_rden,
    output reg out_fifo_wren
    );
  parameter DATA_WIDTH = 'd64;
  parameter DEVICE = "7SERIES";
  parameter FIFO_SIZE = "36Kb";
  parameter FIRST_WORD_FALL_THROUGH = "FALSE";
  parameter BUSY = 0;
  parameter READ = 1;
  parameter WRITE = 2;
  parameter SLEEP = 3;
  reg read_request;
  reg state;
  initial begin
    read_request<='d0;
    out_data<='d0;
    int_state<='d3;
    out_write_request<='d0;
    out_read_request<='d0;
    out_fifo_empty<='d0;
    out_fifo_full<='d0;
    out_fifo_rdcount<='d0;
    out_fifo_wrcount<='d0;
    out_fifo_rderr<='d0;
    out_fifo_wrerr<='d0;
    out_fifo_rden<='d0;
    out_fifo_wren<='d0;
    DI<='d0;
    RDEN<='d0;
    RST<='d0;
    WREN<='d0;
    state<='d3;
  end                  
  always #1 read_clk=~clk;
  always #1 write_clk=~clk;
  always @(posedge clk) begin
    int_state<=state;
    out_write_request<=write_request;
    out_read_request<=read_request;
    out_fifo_empty<=EMPTY;
    out_fifo_full<=FULL;
    out_fifo_rdcount<=RDCOUNT;
    out_fifo_wrcount<=WRCOUNT;
    out_fifo_rderr<=RDBUSY;
    out_fifo_wrerr<=WRBUSY;
    out_fifo_rden<=RDEN;
    out_fifo_wren<=WREN;
    if(reset_fifo==1) begin
      RST<='d1;
      state<='d3;
    end
    if(reset_fifo==0) begin
      RST<='d0;
    end
    case(state)
    SLEEP:
      if(state==SLEEP) begin
          WREN<='d0;
          RDEN<='d0;
        if(write_request=='d1) begin
          state<='d2;
        end
        if(read_request=='d1) begin
          state<='d1;
        end
      end
    BUSY:
      if(state==BUSY) begin
        if(write_request=='d1 && read_request=='d0 && FULL=='d0 && WRBUSY=='d0) begin
          state<='d2;
        end
        if(read_request=='d1 && write_request=='d0 && EMPTY=='d0 && RDBUSY=='d0) begin
          state<='d1;
        end
      end
    WRITE:
      if(state==WRITE) begin
        WREN<='d1;
        RDEN<='d0;
        if(FULL=='d0 && WRBUSY=='d0) begin
          DI[63:56]<='b01111110;
          DI[55:49]<=tx_GBTx_address_i;
          DI[48:48]<=read_write_i;
          DI[47:32]<=tx_nb_to_be_read_i;
          DI[31:16]<=tx_register_addr_i;
          DI[15:8]<=tx_data_to_gbtx_i;
          DI[7:0]<=parity_err_mask_i;
          state<='d1;
          read_request<='d1;
        end
        if(FULL=='d1 || WRBUSY=='d1) begin
          state<='d0;
        end
      end
    READ:
      if(state==READ) begin
        WREN<='d0;
        RDEN<='d1;
        if(EMPTY=='d0 && RDBUSY=='d0) begin
          out_data<=DO;
          state<='d3;
          read_request<='d0;
        end
        if(EMPTY=='d1 || RDBUSY=='d1) begin
          state<='d0;
        end
      end
    endcase
  end
endmodule
==> flow_metrics.tcl <==
# implementation run metrics
set metrics [dict create \
    run_status "completed" \
    clk_latency_ns 0.34 \
    antenna_cells 0 \
    wl_per_cell_um 15.8 \
    htree_num_levels 3 \
    ys_ff 92 \
    min_path_type "reg -> reg" \
    yosysUniqueCellTypes 8 \
    antenna_found_initial 1 \
    ys_seq_share_pct 81.9 \
    timing.rr.start "state" \
    syn_area_um2 3040 \
    cts.hold.buffers_added 0 \
    initial_core_util_pct 16.3 \
    drive_gt1_share_pct 5.21 \
    boundaryPins 305 \
    die_w_um 158 \
    ys_sh_adder_pct 0 \
    top_register "out_data" \
    via_count 1838 \
    ys_sh_mux_pct 0 \
    place_congestion 0.765 \
    fp-row-count 50 \
    max-vdd-ir-drop_mv 0.0534 \
    simple_gate_share_pct 0.535 \
    p_leak_uw 0.00192 \
    synth_xor_xnor_area_share_pct 0 \
    ys_cells 167 \
    regToRegSetupSlack_ns 11.96 \
    grt_max_degree 40 \
    fill_cells 1890 \
    slew_viol_final 0 \
    cp_max_fo 8 \
    clock_skew_ns 0.00452 \
    gr-total-overflow 0 \
    final_antenna_net_count 0 \
    startpoint_type "clock port" \
    cts_max_path_buffers 2 \
    numPortBuffers 181 \
    crit_type "clk -> out" \
    yosys_warnings 1 \
    min_to "out_fifo_rden" \
    synth_cells 167 \
    holdWs_ns 0.371 \
    reg2reg_depth 2 \
    topCellsByArea "edfxtp_1 (64%), dfxtp_1 (18%), buf_4 (17%)" \
    synth-edff-count 65 \
    yosys_most_used_dff "edfxtp_1" \
    ys_top_logic_family "buffers and inverters" \
    arrival_ns 7.56 \
    yosys.area_share.aoi_pct 0.288 \
    synth_dominant_cell_count "buf_4" \
    rsz0062_at_grt "no" \
    fin_setup_tns_ns 0 \
    cts-resized-gates 0 \
    largest_reg_flops 64 \
    largestRegisters "out_data (64), out_fifo_rdcount (9), out_fifo_wrcount (9)" \
    grt_pass1_wl_um 12900 \
    dpl_worst_slack_ns 3.54 \
    postCtsSetupBuffers 0 \
    totalWireLength_um 9480 \
    top_area_cell "edfxtp_1" \
    path_clk_slew_ns 0.06 \
    hold_viol_final 0 \
    drc_errors 0 \
    die-area_um2 25000 \
    dr.pass1.iters 4 \
    setup_viol_count_final 0 \
    drv_cap 0 \
    powerDensity_nw_per_um2 121 \
    reg2reg_to "out_data[27]" \
    ys_top_cells_by_count "buf_4 (68), edfxtp_1 (65), dfxtp_1 (27)" \
    viasPerCell 3.07 \
    cts_tree "done" \
    top_cell_area_share_pct 64.1 \
    end_kind "primary output" \
    placed_cells 582 \
    cts_made_buffers 9 \
    ys_area_um2 3040 \
    syn_area_per_cell_um2 18.2 \
    fp.coreArea_um2 18700 \
    fin_cells 599 \
    grt_pass1_vias 2031 \
    dieHeight_um 158 \
    worst_slack_ns 3.16 \
    cts-root-buf "clkbuf_16" \
    worstHoldPathCells 0 \
    cp.required_ns 10.72 \
    area_growth_pct 70.6 \
    drt_iter0_markers 47 \
    grt_usage_pct 6.98 \
    dpl.hpwl_um 7950 \
    async_flop_share_pct 0 \
    hold_path_startpoint "RDEN" \
    tool_warnings 85 \
]
[final cells by class]
class                   instances  area [um^2]  share of cell area, %
clock inverters                 7         47.5                  0.916
multi-input cells              71          285                   5.49
well taps                     234          293                   5.64
flip-flops and latches         92         2490                   48.0
repair buffers                181         1810                   34.8
inverters                       1         3.75                 0.0723
clock buffers                  13          264                   5.08
[kinds of logic after synthesis]
kind of cell / count (synthesis)
and+or+nand+nor: 2
AOI/OAI and AO/OA: 1
DFF: 92
buffers and inverters: 70
other: 2
[stage by stage]
stage	cell area, um^2	power [uW]	utilization (%)
final	5190	626	27.8
after global routing	5190	659	27.8
after CTS	5190	642	27.8
after detailed placement	4900	390	26.2
after global placement	4900	389	26.2
after floorplan	3290	346	-
[power breakdown]
part	internal [uW]	leakage (uW)	switching [uW]
registers	317	0.000821	2.97
clock network	144	0.000160	112
logic	38.9	0.000943	11.5
[per-layer routing]
metal | GRT usage [%] | routed length (um) | vias up
met5 | 0 | 13 | -
met4 | 1.28 | 179 | 2
met3 | 4.87 | 1560 | 16
met2 | 11.2 | 4530 | 142
met1 | 7.48 | 3190 | 853
li1 | - | - | 825
[worst max-delay path: stages]
cell and delay (ns):
clkbuf_16 0.17, clkbuf_16 0.17, inv_1 0.05, clkdlybuf4s50_1 0.46
[worst max-delay path by stage]
stage,cells past startpoint,to,startpoint,slack (ns)
final,4,write_clk,clk,3.16
after global routing,4,write_clk,clk,3.11
after CTS,4,write_clk,clk,3.13
[placed cells by master (no fill, tap or decap), drive strengths merged]
| cell type | count |
|---|---|
| clkdlybuf4s50 | 181 |
| conb | 68 |
| edfxtp | 65 |
| dfxtp | 27 |
| clkbuf | 11 |
| inv | 6 |
| buf | 2 |
| or3b | 1 |
| nor3b | 1 |
| a31o | 1 |
| clkinvlp | 1 |
| clkinv | 1 |
Power is estimated from default activity; no workload was simulated.
