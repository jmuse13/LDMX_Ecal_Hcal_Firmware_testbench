==> config.mk <==
export PLATFORM = sky130hd
export DESIGN_NAME = elink_trig_scrubber
export DESIGN_NICKNAME = elink_trig_scrubber
export VERILOG_FILES = /design/flow/design.v
export SDC_FILE = /design/flow/constraint.sdc
export NUM_CORES = 4
export LEC_CHECK = 1
export CORE_UTILIZATION = 40
==> constraint.sdc <==
current_design elink_trig_scrubber

set clk_period 5.2
set clk_io_pct 0.2

create_clock -name clk0 -period $clk_period [get_ports {clk}]

set non_clock_inputs [all_inputs -no_clocks]
set_input_delay [expr $clk_period * $clk_io_pct] -clock clk0 $non_clock_inputs
set_output_delay [expr $clk_period * $clk_io_pct] -clock clk0 [all_outputs]
==> design.v <==
module elink_trig_scrubber(clk,i_wb_addr,i_wb_stb,data_in1,data_in2,data_in3,o_wb_data,o_wb_ack,o_wb_stall);
  parameter num_addrs = 4;
  parameter max_addr = 3;
  parameter WRITE_WB = 0;
  parameter SCRUBBING = 1;
  input clk;
  input [num_addrs-1:0] i_wb_addr;
  input i_wb_stb;
  output reg [11:0] o_wb_data;
  output reg o_wb_ack;
  output reg o_wb_stall;
  output reg [11:0] data_in1;
  output reg [11:0] data_in2;
  output reg [11:0] data_in3;
  reg [num_addrs-1:0] addr;
  reg [num_addrs-1:0] count_addr;
  reg [2:0] count;
  reg [11:0] wr_data [2:0];
  reg wr_enable;
  reg rd_enable;
  reg state;
  wire [13:0] voted;
  wire [11:0] rd_data [2:0];
  genvar i;
  generate
    for (i=0; i<=2; i=i+1) begin
      ram ram (
        .clk    (clk),
        .addr     (addr),
        .wr_data  (wr_data[i]),
        .rd_data  (rd_data[i]),
        .rd_enable (rd_enable),
        .wr_enable (wr_enable)
      );
    end
  endgenerate
  elink_trig_voter elink_trig_voter(
    .voted(voted),
    .clk(clk),
    .data_in1(data_in1),
    .data_in2(data_in2),
    .data_in3(data_in3)
  );
  initial begin
    state<=SCRUBBING;
    o_wb_stall<=0;
    o_wb_ack<=0;
    count_addr<='d1;
    addr<='d0;
    count<='d0;
    rd_enable<='d0;
    wr_enable<='d0;
  end
  always @(posedge clk) begin
    case(state)
    WRITE_WB:
      if(state==WRITE_WB) begin
        if(count=='d0) begin
          if((i_wb_stb)&&(!o_wb_stall)) begin
            rd_enable<=1;
            wr_enable<=0;
            o_wb_ack<=0;
            addr<=i_wb_addr;
            count<='d1;
          end if((!i_wb_stb)||(o_wb_stall)) begin
            rd_enable<=0;
            wr_enable<=0;
            state<=SCRUBBING;
            addr<=count_addr;
          end
        end if(count=='d1) begin
          rd_enable<=0;
          wr_enable<=0;
          count<='d2;
        end if(count=='d2) begin
          rd_enable<=0;
          wr_enable<=0;
          o_wb_data<=rd_data[0];
          o_wb_ack<=1;
          count<='d0;
        end
      end
    SCRUBBING:
      if(state==SCRUBBING) begin
        if((!i_wb_stb)&&(count=='d0)) begin
          rd_enable<=1;
          wr_enable<=0;
          o_wb_ack<=0;
          o_wb_stall<=1;
          data_in1<=rd_data[0];
          data_in2<=rd_data[1];
          data_in3<=rd_data[2];
          count<='d1;
        end if(i_wb_stb&&(o_wb_stall=='d0)) begin
          rd_enable<=0;
          wr_enable<=0;
          o_wb_ack<=0;
          o_wb_stall<=0;
          state<=WRITE_WB;
        end if(count=='d1) begin
          rd_enable<=0;
          wr_enable<=0;
          count<='d2;
        end if(count=='d2) begin
          rd_enable<=0;
          wr_enable<=1;
          wr_data[0]<=voted[11:0];
          wr_data[1]<=voted[11:0];
          wr_data[2]<=voted[11:0];
          count<='d3;
        end if(count=='d3) begin
          rd_enable<=0;
          wr_enable<=0;
          o_wb_stall<=0;
          addr<=count_addr;
          if(count_addr==max_addr)
            count_addr<=0;
          else
            count_addr = count_addr + 'd1;
          count<='d0;
        end
      end
    endcase
  end
endmodule
`timescale 1ns / 1ps
module ram (clk,addr,wr_data,rd_data,rd_enable,wr_enable);
  parameter num_addrs = 4;
  input clk;
  input [num_addrs-1:0] addr;
  input [11:0] wr_data;
  input rd_enable;
  input wr_enable;
  output reg [11:0] rd_data;
  reg [11:0] memory [num_addrs-1:0];
  initial begin
    memory ['d0]<= 'b111111111111;
    memory ['d1]<= 'b000000000000;
    memory ['d2]<= 'b111111111111;
    memory ['d3]<= 'b000000000000;
  end
  always @(posedge clk) begin
    if(rd_enable)
      rd_data<=memory[addr];
    else if(wr_enable)
      memory[addr]<=wr_data;
  end
endmodule
module elink_trig_voter(clk,data_in1,data_in2,data_in3,voted);
  input [11:0] data_in1;
  input [11:0] data_in2;
  input [11:0] data_in3;
  output reg [13:0] voted;
  input clk;
  always @(posedge clk) begin
    if((data_in1==data_in2) && (data_in1==data_in3)) begin
      voted[13:12]<='d2;
      voted[11:0]<=data_in1;
    end else if(data_in1==data_in2) begin
      voted[13:12]<='d1;
      voted[11:0]<=data_in1;
    end else if(data_in1==data_in3) begin
      voted[13:12]<='d1;
      voted[11:0]<=data_in1;
    end else if(data_in2==data_in3) begin
      voted[13:12]<='d1;
      voted[11:0]<=data_in2;
    end else begin
      voted[13:12]<='d0;
      voted[11:0]<=data_in1;
    end
  end
endmodule
==> run.sh <==
#!/bin/bash
# OpenROAD 26Q1-2900-gdf79404cd8, Yosys 0.63+post, stock flow scripts
make -C /OpenROAD-flow-scripts/flow DESIGN_CONFIG=/design/flow/config.mk WORK_HOME=/design/flow/orfs finish
==> impl_metrics.py <==
# Auto-generated metrics
metrics = {
    "run_status": {
        "outcome": "complete, no violations",
    },
    "power_and_ir_drop": {
        "vdd_drop_max_uv": 314,
        "power.share.sequential": 0.443,
        "p_sw_frac": 0.237,
        "p_total_mw": 2.81,
        "p_int_mw": 2.14,
        "p_leak_nw": 1.57,
        "clockPowerShare": 0.436,
        "p_switching_mw": 0.666,
        "power_density_nw_per_um2": 507,
        "combinationalPowerShare": 0.121,
    },
    "timing": {
        "setup_viol": 0,
        "fin_skew_ns": 0.00602,
        "fin_setup_tns_ns": 0,
        "drv_slew": 0,
        "rsz0062_at_grt": "no",
        "maxClockFrequency_mhz": 410,
        "worst_slew_pin_slew_ns": 0.761,
        "holdWs_ns": 0.402,
        "relSlewSlack": 0.491,
        "period_needed_ns": 2.44,
        "finalHoldViolations": 0,
        "finalWorstSetupSlack_ns": 2.76,
        "period_used_share": 0.469,
    },
    "die": {
        "coreArea_um2": 10500,
        "die_area_um2": 11400,
        "fp.dieH_um": 107,
        "initial_utilization": 0.419,
        "die_w_um": 107,
        "core.rowCount": 37,
        "num_io_pins": 56,
    },
    "clock_tree": {
        "clock_sinks": 121,
        "cts_buffer_depth": 2,
        "htree_num_levels": 4,
        "cts_hold_buffers": 0,
        "cts_setup_buffers": 0,
        "cts_root_buf": "clkbuf_8",
        "cts_resized": 0,
        "numCtsBuffers": 17,
        "insertion_delay_ns": 0.51,
        "clkTransAtPathRegs_ns": 0.06,
        "cts_tree": "yes",
    },
    "detailed_routing": {
        "wire_per_inst_um": 16.5,
        "vias": 1947,
        "antenna_cells": 0,
        "firstDrtPassIters": 6,
        "vias_per_cell": 4.73,
        "route.detailed.drc": 0,
        "wl_um": 6780,
        "first_iter_violations": 86,
        "ant_nets": 0,
    },
    "synthesis": {
        "postSynthCellCount": 216,
        "top_cell_area_share": 0.737,
        "synth_seq_share": 0.796,
        "yosys_cells": 216,
        "ys_async_sr_fraction": 0,
        "yosysMostFrequentCell": "edfxtp_1",
        "post-synth-top-area-cell": "edfxtp_1",
        "synthFlopType": "edfxtp_1",
        "synth.distinct_cells": 31,
        "ys_ff": 121,
        "synth-edff-count": 108,
        "syn-cell-area_um2": 4400,
        "yosys_warnings": 5,
        "synth_area_per_cell_um2": 20.4,
        "top_cells_by_count": "edfxtp_1, buf_4, dfxtp_1",
        "ys_area_um2": 4400,
        "top_cells_by_area": "edfxtp_1, dfxtp_1, buf_4, mux4_1, mux4_2",
    },
    "grt": {
        "grt_pass1_wl_um": 10600,
        "grt_antenna_before_repair": 0,
        "grt_overflow": 0,
        "grt_max_degree": 17,
        "first_global_vias": 2046,
        "grtUsageTotal": 0.141,
    },
    "place": {
        "hpwl_um": 3940,
        "port_buffers": 53,
        "placedCellCount": 380,
        "dp_slack_ns": 2.34,
        "gp_congestion": 0.746,
    },
    "critical_path": {
        "worstReg2RegEnd": "genblk1[1].ram.memory[1][10]",
        "r2r-start": "rd_enable",
        "cp_cell_sequence": "clkdlybuf4s50_1",
        "crit_slowest_cell": "clkdlybuf4s50_1",
        "cp_top_family": "buffers and inverters",
        "worstSetupPathType": "reg -> out",
        "cp-end-kind": "output pin",
        "ff2ff_path_depth": 4,
        "cp_max_fo": 4,
        "required_ns": 4.16,
        "reg2reg_slack_ns": 2.99,
        "critPathMaxStageDelay_ns": 0.48,
        "startpoint_type": "flop",
        "arrival_ns": 1.40,
        "worst-path-buf-inv": 1,
    },
    "worst_hold_path": {
        "min_to": "wr_data[0][10]",
        "holdPathStages": 0,
        "hp-start": "elink_trig_voter.voted[10]",
        "holdCritPathClass": "reg -> reg",
    },
    "job": {
        "max_cap_viol_count": 0,
        "warnings": 31,
    },
    "cells_and_area": {
        "stdcell_count": 412,
        "syn_to_final_growth_pct": 25.9,
        "layout-drive-gt1-share": 0.174,
        "fillerInstances": 819,
    },
}
==> power by group through the flow <==
stage	clock network, mW	registers [mW]	logic, mW
after CTS	1.25	1.25	0.351
after global routing	1.30	1.26	0.381
final	1.22	1.25	0.341
==> worst max-delay path by stage <==
stage          startpoint  depth (start not counted)     endpoint  slack [ns]
global route  data_in2[9]                          1  data_in2[9]        2.67
CTS           data_in2[4]                          1  data_in3[4]        2.70
finish        data_in2[4]                          1  data_in3[4]        2.76
==> cell type report <==
class	instances	area (um2)	share of cell area
flip-flops and latches	121	3500	0.632
multi-input cells	63	663	0.120
repair buffers	57	561	0.101
clock buffers	20	435	0.0786
clock inverters	12	198	0.0357
well taps	136	170	0.0307
inverters	3	11.3	0.00203
==> sequential cells by signal, summed over array words and instances, names as in the netlist <==
register                count
state                       1
data_in2                   12
elink_trig_voter.voted     12
genblk1.ram.memory         48
wr_enable                   1
wr_data                    12
count                       2
genblk1.ram.rd_data        12
count_addr                  4
o_wb_data                  12
rd_enable                   1
o_wb_stall                  1
addr                        2
o_wb_ack                    1
==> cell families after synthesis <==
logic type                 synth area share
xor gates and xnor gates            0.00199
AOI/OAI and AO/OA                    0.0136
muxes                                0.0768
buffers and inverters                0.0543
adders and majority gates            0.0171
DFF                                   0.796
and+or+nand+nor                      0.0401
==> metal layers <==
| metal | vias to the layer above | share of wire | track usage |
|---|---|---|---|
| met3 | 12 | 0.14 | 0.106 |
| met2 | 110 | 0.45 | 0.195 |
| met1 | 923 | 0.39 | 0.192 |
| met4 | 0 | 0.018 | 0.0274 |
| met5 | - | 0 | 0 |
| li1 | 902 | - | - |
==> stage by stage <==
| step | cell area, um2 | utilization |
|---|---|---|
| global route | 5540 | 0.527 |
| global placement | 4910 | 0.467 |
| detailed placement | 4910 | 0.467 |
| CTS | 5540 | 0.527 |
| floorplan | 4400 | - |
| finish | 5540 | 0.527 |
==> cell usage in the layout (no fill, tap or decap), types with 2 or more instances in the layout <==
cell type          n
edfxtp_1         108
clkdlybuf4s50_1   53
clkbuf_16         16
dfxtp_1           13
nor2_1             8
mux4_2             6
mux4_1             6
nor2b_1            6
ha_1               6
bufinv_16          5
mux2_2             4
nand2_1            4
buf_4              4
inv_1              3
and2_1             3
clkinv_2           3
o21ai_0            2
o22ai_1            2
o21a_1             2
nand3_1            2
clkbuf_8           2
clkinv_4           2
clkinvlp_4         2
clkbuf_1           2
Power is estimated from default activity; no workload was simulated.
