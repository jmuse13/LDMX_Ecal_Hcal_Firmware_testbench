==> design/flow/design.v <==
module elink_trig_summer(clk,data_in1,data_in2,data_in3,data_in4,data_out);
  parameter multisample = 8;
  input clk;
  input [11:0] data_in1;
  input [11:0] data_in2;
  input [11:0] data_in3;
  input [11:0] data_in4;
  output reg [12:0] data_out;
  reg [12:0] circle_ram [multisample+multisample-1:0];
  reg [12:0] high_value;
  reg [multisample:0] read_count;
  reg [multisample:0] write_count;
  reg [12:0] sum;
  reg done;
  initial begin
    circle_ram['d0]<='d0;
    circle_ram['d1]<='d0;
    circle_ram['d2]<='d0;
    circle_ram['d3]<='d0;
    circle_ram['d4]<='d0;
    circle_ram['d5]<='d0;
    circle_ram['d6]<='d0;
    circle_ram['d7]<='d0;
    circle_ram['d8]<='d0;
    circle_ram['d9]<='d0;
    circle_ram['d10]<='d0;
    circle_ram['d11]<='d0;
    circle_ram['d12]<='d0;
    circle_ram['d13]<='d0;
    circle_ram['d14]<='d0;
    circle_ram['d15]<='d0;
    read_count<='d8;
    write_count<='d0;
    high_value<='d0;
    done<=0;
  end
  always @(posedge clk) begin
    sum<=data_in1+data_in2+data_in3+data_in4;
    data_out<=circle_ram[read_count];
    if(sum<high_value && done==0) begin
      circle_ram[write_count]<=high_value;
      done<=1;
    end if (sum>=high_value) begin
      circle_ram[write_count]<=0;
    end if (write_count!='d7 && write_count!='d15) begin
      high_value<=sum;
    end if (write_count=='d7 || write_count=='d15) begin
      high_value<='d0;
      done<=0;
    end if (read_count==multisample+multisample-1) begin
      read_count<='d0;
    end if (read_count<multisample+multisample-1) begin
      read_count<=read_count + 'd1;
    end if (write_count==multisample+multisample-1) begin
      write_count<='d0;
    end if (write_count<multisample+multisample-1) begin
      write_count<=write_count + 'd1;
    end
  end
endmodule
==> design/flow/run.sh <==
#!/bin/bash
# OpenROAD 26Q1-2900-gdf79404cd8, Yosys 0.63+post, stock flow scripts
make -C /OpenROAD-flow-scripts/flow DESIGN_CONFIG=/design/flow/config.mk WORK_HOME=/design/flow/orfs finish
==> design/flow/config.mk <==
export PLATFORM = sky130hd
export DESIGN_NAME = elink_trig_summer
export DESIGN_NICKNAME = elink_trig_summer
export VERILOG_FILES = /design/flow/design.v
export SDC_FILE = /design/flow/constraint.sdc
export NUM_CORES = 4
export LEC_CHECK = 1
export CORE_UTILIZATION = 40
==> design/flow/constraint.sdc <==
current_design elink_trig_summer

set clk_period 8.0
set clk_io_pct 0.2

create_clock -name clk0 -period $clk_period [get_ports {clk}]

set non_clock_inputs [all_inputs -no_clocks]
set_input_delay [expr $clk_period * $clk_io_pct] -clock clk0 $non_clock_inputs
set_output_delay [expr $clk_period * $clk_io_pct] -clock clk0 [all_outputs]
==> impl_metrics.tcl <==
# flow metrics
set metrics [dict create \
    status "finished clean" \
    p_int_mw 3.043 \
    synth_cells 686 \
    row_count 61 \
    slowest_delay_ps 570 \
    path_max_fanout 3 \
    gp_congestion 0.7754 \
    fin_setup_tns_ps 0 \
    rsz0062_at_grt "no" \
    path_clk_slew_ps 60 \
    routedWlPerCell_um 17.66 \
    cts-resized-gates 0 \
    ys_area_um2 11360 \
    via_per_inst 4.948 \
    coreArea_um2 27860 \
    synthesis.area_um2 11360 \
    antenna_cells_inserted 0 \
    irDropWorstVdd_uv 150.0 \
    final_antenna_net_count 0 \
    min_period_over_period_pct 53.67 \
    p_clk_share_pct 31.8 \
    die_w_um 170.6 \
    portBuffers 61 \
    cts_sinks 266 \
    report.final.hold_viol_count 0 \
    grt_max_degree 56 \
    grt_usage_pct 16.39 \
    drive_gt1_share_pct 15.40 \
    worst_path_max_delay_cell "fa_1" \
    gr-total-overflow 0 \
    critical_path_class "in -> reg" \
    powerDensity_nw_per_um2 306.9 \
    syn_avg_cell_area_um2 16.56 \
    end_kind "flip-flop" \
    setup_viol 0 \
    dieArea_um2 29090 \
    area_growth_syn_to_layout_pct 18.92 \
    ys_warn_count 1 \
    post-route-util_pct 48.51 \
    switching_share_pct 26.63 \
    finalMaxSlewViolations 0 \
    hold_buffers 0 \
    dpl_cell_area_um2 12530 \
    final_area_um2 13510 \
    combGateArea_um2 3385 \
    cts_buffer_depth 3 \
    cts_tree "done" \
    hold_path.class "reg -> reg" \
    maxCapViolations 0 \
    fin_worst_skew_ps 6.787 \
    synth-edff-count 226 \
    io_pins 62 \
    numSynthFlops 266 \
    detail_route.wirelength_um 20900 \
    cts_setup_buffers 0 \
    relSlewSlack_pct 40.47 \
    fmax_mhz 232.9 \
    drt_iter0_markers 370 \
    worstPathCellList "clkdlybuf4s50_1 > inv_1 > fa_1 > fa_1 > inv_1 > ha_1 > a21oi_1 > o221ai_1 > a311oi_1 > a21oi_1 > xnor2_1" \
    crit_arrival_ps 4700 \
    required_ps 8410 \
    ys_types 46 \
    fp_util_pct 40.79 \
    n_fill_cell 2234 \
    regArea_um2 7587 \
    leakagePower_nw 4.829 \
    cp_top_family "adder cells" \
    antenna_found_initial 0 \
    cp.buffers_inverters 3 \
    numCtsBuffers 29 \
    fin_crit_ps 4293 \
    dp_hpwl_um 12810 \
    ys_cells 686 \
    fp.dieH_um 170.6 \
    warnings 28 \
    power_switching_mw 1.105 \
    startpoint_type "primary input" \
    htreeDepth 1 \
    clk_latency_ps 520 \
    seq_power_share_pct 47.9 \
    worstMarginPinSlew_ps 889.6 \
    async_reset_ff_share_pct 0 \
    yosysSeqAreaShare_pct 66.77 \
    grt_pass1_vias 6152 \
    combPwrFrac_pct 20.3 \
    layout_top_cells "226 x edfxtp_1, 83 x inv_1, 61 x clkdlybuf4s50_1" \
    dominantRegCellSynth "edfxtp_1" \
    vias 5853 \
    layout_top_cell "edfxtp_1" \
    clk_root_buffer_cell "clkbuf_16" \
    grt_pass1_wl_um 32980 \
    first_pass_iters 4 \
    drc 0 \
]
[final timing paths]
check / start / end / slack [ps] / cells after the start
worst max-delay path: data_in1[2] / sum[12]$_DFF_P_ / 3710 / 11
worst min register to register: sum[0]$_DFF_P_ / high_value[0]$_SDFFE_PN0P_ / 450 / 2
worst min-delay path: sum[0]$_DFF_P_ / high_value[0]$_SDFFE_PN0P_ / 450 / 2
worst max register to register: high_value[2]$_SDFFE_PN0P_ / circle_ram[10][0]$_DFFE_PP_ / 4920 / 8
[layout make-up]
type,instances,area share [%]
tap,378,3.500
multi-input combinational,320,25.05
clock buffer,43,6.278
timing repair buffer,83,5.741
inverter,83,2.306
sequential,266,56.15
clock inverter,10,0.9815
[through the flow]
step / hold WS, ps / power (mW) / worst slack, ps / cells
2_1_floorplan: 419.7 / 2.594 / 3888 / 693
3_3_place_gp: 449.0 / 2.822 / 3250 / 1130
3_5_place_dp: 453.6 / 2.867 / 3179 / 1130
4_1_cts: 460.9 / 4.186 / 3699 / 1183
5_1_grt: 479.2 / 4.371 / 3506 / 1183
6_report: 449.0 / 4.147 / 3707 / 1183
[power groups by stage]
stage,Combinational [mW],Sequential [mW],Clock [mW]
after CTS,0.855,1.99,1.34
after global routing,0.971,2.00,1.40
final,0.842,1.99,1.32
[Yosys cell counts, types with 4 or more instances]
library cell,instances,area (um2)
edfxtp_1,226,6787
inv_1,83,311.6
mux4_2,52,1171
dfxtp_1,40,800.8
nor2_1,33,123.9
nor2b_1,31,193.9
ha_1,30,375.4
fa_1,24,480.5
a21oi_1,20,100.1
nand2_1,16,60.06
and2_1,15,93.84
mux2i_1,14,140.1
a211oi_1,13,97.59
clkbuf_1,13,48.80
a21o_1,8,60.06
xnor2_1,8,70.07
nand3_1,6,30.03
xor2_1,6,52.55
buf_4,5,37.54
o21ai_0,5,25.02
buf_2,4,20.02
[worst min-delay path, stage by stage (launching register included)]
cell	delay [ps]
dfxtp_1	290
inv_1	70
nor2_1	40
[cell families (layout without fill, tap and decap cells)]
logic type                 after synthesis  in the layout  share of synthesized area (%)
muxes                                   66             66                          11.54
xor gates and xnor gates                14             14                          1.079
adders and majority gates               54             54                          7.531
AOI/OAI and AO/OA                       62             62                          3.887
other                                    1              8                        0.03300
and+or+nand+nor                        116            116                          5.351
DFF                                    266            266                          66.77
buffers and inverters                  107            219                          3.810
[flip-flops by register name (all words and copies together), names as in the netlist]
signal,count
data_out,13
read_count,9
done,1
high_value,13
write_count,9
sum,13
circle_ram,208
[per-layer routing]
| metal | part of all wire [%] | vias to the layer above | GRT usage, % |
|---|---|---|---|
| met1 | 37 | 2833 | 21.16 |
| met3 | 13 | 26 | 10.01 |
| met4 | 2.0 | 0 | 3.016 |
| met5 | 0 | - | 0 |
| li1 | - | 2721 | - |
| met2 | 48 | 273 | 24.93 |
Power is estimated from default activity; no workload was simulated.
